==> design/flow/config.mk <==
export PLATFORM = sky130hd
export DESIGN_NAME = MIPS
export DESIGN_NICKNAME = MIPS
export VERILOG_FILES = /design/flow/design.v
export SDC_FILE = /design/flow/constraint.sdc
export NUM_CORES = 4
export LEC_CHECK = 1
export CORE_UTILIZATION = 40
export SYNTH_MEMORY_MAX_BITS = 65536
==> design/flow/constraint.sdc <==
current_design MIPS

set clk_period 40.1
set clk_io_pct 0.2

create_clock -name clk0 -period $clk_period [get_ports {CLK}]

set non_clock_inputs [all_inputs -no_clocks]
set_input_delay [expr $clk_period * $clk_io_pct] -clock clk0 $non_clock_inputs
set_output_delay [expr $clk_period * $clk_io_pct] -clock clk0 [all_outputs]
==> design/flow/design.v <==
module ALU #(parameter ALUResult_WIDTH = 32 ,
                       ALUIN_WIDTH   = 32 ,
					             ALUControl_WIDTH = 3  
	        )
(
input          [ALUIN_WIDTH - 1 : 0]         SrcA , SrcB , 
input          [ALUControl_WIDTH - 1 : 0]    ALUControl ,
output reg     [ALUResult_WIDTH - 1 : 0]     ALUResult ,
output reg                                   Zero_flag 
) ;
always @*
begin
 ALUResult = 32'b0 ;
 case (ALUControl)
 3'b000 : ALUResult = SrcA & SrcB ;
 3'b001 : ALUResult = SrcA | SrcB ;
 3'b010 : ALUResult = SrcA + SrcB ;
 3'b100 : ALUResult = SrcA - SrcB ;
 3'b101 : ALUResult = SrcA * SrcB ;
 3'b110 : begin 
           if(SrcA < SrcB)
             ALUResult = 32'b1 ; 
		   else
		     ALUResult = 32'b0 ; 
		  end
default : ALUResult = 32'b0 ;
 endcase
end
always @* begin
 Zero_flag = (ALUResult == 32'b0);
end 
endmodule
module ALUDecoder
					  (
					  input[1:0] ALUOp,
					  input [5:0] Funct,
					  output reg [2:0] ALUControl
					  );
					  always @(*)
					  begin
						case(ALUOp)
						2'b00: ALUControl = 3'b010;
						2'b01:ALUControl = 3'b100;
						2'b10: 
						begin
							case(Funct)
								6'b100000: ALUControl = 3'b010;    
								6'b100010: ALUControl = 3'b100;    
								6'b101010: ALUControl = 3'b110;    
								6'b011100: ALUControl = 3'b101;    
								default: ALUControl = 3'b010;    
							endcase
						end
						default:ALUControl = 3'b010;
						endcase
					  end
endmodule 
module Adder #(parameter ADDER_WIDTH = 32)
(
input  [ADDER_WIDTH - 1 : 0] IN_1 , IN_2 ,
output [ADDER_WIDTH - 1 : 0] OUT  
);
assign OUT = IN_1 + IN_2 ;
endmodule
module ControlUnit
						(
						input [5:0] OpCode,
						input [5:0] Funct,
						input zero,
						output Jump,
						output MemtoReg,MemWrite,ALUSrc,RegDest,RegWrite,PCSrc,
					   output [2:0] ALUControl
						);
						wire Branch;
						wire [1:0] ALUOp;
						MainDecoder maindec
						(
						.OpCode(OpCode),
						.Jump(Jump),
						.ALUOp(ALUOp),
						.MemtoReg(MemtoReg),
						.MemWrite(MemWrite),
						.Branch(Branch),
						.ALUSrc(ALUSrc),
						.RegDest(RegDest),
						.RegWrite(RegWrite)
						);
						ALUDecoder aludec
						(
						.ALUOp(ALUOp),
					   .Funct(Funct),
					   .ALUControl(ALUControl)
						);
						and (PCSrc,zero,Branch);
endmodule 
module Data_Memory #(parameter DataMemory_WIDTH = 32 , DataMemory_DEPTH = 256 )
(
input                                       CLK,RST,
input                                        WE ,
input      [ DataMemory_WIDTH - 1 : 0 ]      A ,
input      [ DataMemory_WIDTH - 1 : 0 ]      WD ,
output reg [ DataMemory_WIDTH - 1 : 0 ]      RD , 
output reg [(DataMemory_WIDTH/2) - 1 : 0]    test_value
);
reg [DataMemory_WIDTH - 1 : 0] Data_mem [DataMemory_DEPTH - 1  : 0] ;
integer I ;
 always @(posedge CLK or negedge RST )
 begin
  if(!RST)   
    begin
      for (I = 0 ; I < DataMemory_DEPTH ; I = I +1)
        begin
          Data_mem[I] <= {DataMemory_WIDTH{1'b0}}; 
        end
     end
 else if (WE)
     Data_mem [A] <= WD ;
 end
 always @*
  begin
   RD = Data_mem [A] ;
   test_value = Data_mem[32'b0] ;
 end
endmodule
module Data_Path 
   #(parameter MIPS_SIZE = 32 , 
			   ALUControl_WIDTH = 3 ,
			   RegAdd_WIDTH = 5  
    )
(
 input                                 CLK , RST ,
 input   [MIPS_SIZE - 1 : 0 ]          ReadData ,
 output  [MIPS_SIZE - 1 : 0 ]          WriteData ,
 output  [MIPS_SIZE - 1 : 0]           PC ,
 input   [MIPS_SIZE - 1 : 0]           instr ,
 output  [MIPS_SIZE - 1 : 0]           ALUResult ,
 output                                Zero_flag ,
 input                                 MemtoReg ,
 input                                 PCSrc ,
 input   [ALUControl_WIDTH - 1 : 0]    ALUControl ,
 input                                 ALUSrc ,
 input                                 RegDst ,
 input                                 RegWrite  ,
 input                                 Jump
);
wire  [RegAdd_WIDTH - 1 : 0]   A3_mux ;
wire  [MIPS_SIZE - 1 : 0]      WD3_Result ;
wire  [MIPS_SIZE - 1 : 0]      RD1_SrcA ;
wire  [MIPS_SIZE - 1 : 0]      SrcB_mux ;
wire  [MIPS_SIZE - 1 : 0]      Signlmm ; 
wire  [MIPS_SIZE - 1 : 0]      Signlmm_Shift ; 
wire  [MIPS_SIZE - 1 : 0]      PCPlus4 ;
wire  [MIPS_SIZE - 1 : 0]      PCBranch ;
wire  [MIPS_SIZE - 1 : 0]      Branch_mux ;
wire  [MIPS_SIZE - 1 : 0]      Shift_mux ;
wire  [MIPS_SIZE - 1 : 0]      PC_mux ;
Register_File RegFile (
.CLK(CLK) ,
.RST(RST) ,
.A1(instr[25:21]) ,
.A2(instr[20:16]) ,
.A3(A3_mux) ,
.WE3(RegWrite) ,
.WD3(WD3_Result) ,
.RD1(RD1_SrcA) ,
.RD2(WriteData)
);
mux #(.WIDTH(5)) MUX_A3 (
.d0(instr[20:16]) ,
.d1(instr[15:11]) ,
.s(RegDst) ,
.OUT(A3_mux)
);
mux  MUX_Result (
.d0(ALUResult) ,
.d1(ReadData) ,
.s(MemtoReg) ,
.OUT(WD3_Result)
);
Sign_Extend Sign_Extend (
.IN(instr[15:0]) ,
.OUT(Signlmm) 
);
mux  MUX_SrcB (
.d0(WriteData) ,
.d1(Signlmm) ,
.s(ALUSrc) ,
.OUT(SrcB_mux)
);
ALU ALU1 (
.SrcA(RD1_SrcA) ,
.SrcB(SrcB_mux) ,
.ALUControl(ALUControl) ,
.ALUResult(ALUResult) ,
.Zero_flag(Zero_flag)
);
Shifter SLT_Signlmm (
.in(Signlmm) ,
.shifted_in(Signlmm_Shift)
);
Shifter SLT_PCJump (
.in({6'd0 ,instr[25:0] }) ,
.shifted_in(Shift_mux)
);
Adder Adder_PCBranch(
.IN_1(Signlmm_Shift) ,
.IN_2(PCPlus4) ,
.OUT(PCBranch)
);
Adder Adder_PCPlus4(
.IN_1(PC) ,
.IN_2(32'd4) ,
.OUT(PCPlus4)
);
mux MUX_Branch (
.d0(PCPlus4) ,
.d1(PCBranch) ,
.s(PCSrc) ,
.OUT(Branch_mux)
);
mux MUX_PCJump (
.d0(Branch_mux) ,
.d1({PCPlus4[31:28],Shift_mux[27:0]}) ,
.s(Jump) ,
.OUT(PC_mux)
);
PC PC1 (
.CLK(CLK) ,
.RST(RST) ,
.PC_reg(PC_mux) ,
.PC(PC)
);
endmodule
module Instruction_Memory #(parameter InsMemory_WIDTH = 32 , InsMemory_DEPTH = 256 )
(
input      [InsMemory_WIDTH - 1 : 0]  PC ,
output reg [InsMemory_WIDTH - 1 : 0]  RD 
);
reg [InsMemory_WIDTH - 1 : 0] Ins_mem [0 : InsMemory_DEPTH - 1  ] ;
	initial
 begin
  Ins_mem [0] = 32'h00008020;       
  Ins_mem [1] = 32'h20100078;       
  Ins_mem [2] = 32'h00008820;       
  Ins_mem [3] = 32'h201100B4;       
  Ins_mem [4] = 32'h00009020;       
  Ins_mem [5] = 32'h12110006;       
  Ins_mem [6] = 32'h0211482A;       
  Ins_mem [7] = 32'h11200002;       
  Ins_mem [8] = 32'h02308822;       
  Ins_mem [9] = 32'h08000005;       
  Ins_mem [10] = 32'h02118022;      
  Ins_mem [11] = 32'h08000005;      
  Ins_mem [12] = 32'h00109020;      
  Ins_mem [13] = 32'hAC120000;      
  end
    always @(*) begin
        RD = Ins_mem [PC>>2];
    end
endmodule
module MIPS 
#( parameter    MIPS_SIZE = 32 , 
			    ALUControl_WIDTH = 3 	 
)            
(
input  wire                           CLK ,
input  wire                           RST ,
output wire [(MIPS_SIZE/2)-1:0]    test_value
);
 wire                                 Zero_flag ;
 wire                                 MemtoReg ;
 wire                                 PCSrc ;
 wire   [ALUControl_WIDTH - 1 : 0]    ALUControl ;
 wire                                 ALUSrc ;
 wire                                 RegDst ;
 wire                                 RegWrite  ;
 wire                                 Jump ;
 wire                                 MemWrite ;
 wire   [MIPS_SIZE - 1 : 0 ]          ReadData ;
 wire   [MIPS_SIZE - 1 : 0 ]          WriteData ;
 wire   [MIPS_SIZE - 1 : 0]           PC ;
 wire   [MIPS_SIZE - 1 : 0]           instr ;
 wire   [MIPS_SIZE - 1 : 0]           ALUOut ;
Data_Path DP (
.CLK(CLK) ,
.RST(RST) ,
.ReadData(ReadData) ,
.WriteData(WriteData) ,
.PC(PC) ,
.instr(instr) ,
.ALUResult(ALUOut) ,
.Zero_flag(Zero_flag) ,
.MemtoReg(MemtoReg) ,
.PCSrc(PCSrc) ,
.ALUControl(ALUControl) ,
.ALUSrc(ALUSrc) ,
.RegDst(RegDst) ,
.RegWrite(RegWrite) ,
.Jump(Jump) 
);
ControlUnit CU (
.OpCode(instr[31:26]) ,
.Funct(instr[5:0]) ,
.zero(Zero_flag) ,
.MemtoReg(MemtoReg) ,
.MemWrite(MemWrite) ,
.PCSrc(PCSrc) ,
.ALUControl(ALUControl) ,
.ALUSrc(ALUSrc) ,
.RegDest(RegDst) ,
.RegWrite(RegWrite)  ,
.Jump(Jump)
);
Instruction_Memory IM (
.PC(PC) ,
.RD(instr)
);
Data_Memory DM (
.CLK(CLK) ,
.RST(RST) ,
.WE(MemWrite) ,
.A(ALUOut) ,
.WD(WriteData) ,
.RD(ReadData) ,
.test_value(test_value)
);
endmodule
module mux # (parameter WIDTH = 32)
(input [WIDTH-1:0] d0, d1,
input s,
output [WIDTH-1:0] OUT);
assign OUT = s ? d1 : d0;
endmodule
module MainDecoder 
						(
						input[5:0] OpCode,
						output reg [1:0] ALUOp,
						output reg Jump,
						output reg MemWrite,RegWrite,MemtoReg,RegDest,ALUSrc,Branch
						);
						always @(*)
						begin
						    Jump     = 1'b0 ;
                ALUOp    = 2'b00 ;
                MemWrite = 1'b0 ;
                RegWrite = 1'b0 ;
                RegDest   = 1'b0 ;
                ALUSrc   = 1'b0 ;
                MemtoReg = 1'b0 ;
                Branch   = 1'b0 ;
							case(OpCode)
								6'b100011:                     
								begin
									RegWrite = 1'b1;
									ALUSrc = 1'b1;
									MemtoReg = 1'b1;
								end
								6'b10_1011:                    
								begin
									MemWrite = 1'b1;
									ALUSrc = 1'b1;
									MemtoReg = 1'b1;
								end
								 6'b00_0000 : begin    
                    ALUOp    = 2'b10 ;
                    RegWrite = 1'b1 ;
                     RegDest   = 1'b1 ;
                end
								6'b00_1000:                  
								begin									
								  RegWrite = 1'b1;
									ALUSrc = 1'b1;
								end
								6'b00_0100:                     
								begin
									ALUOp = 2'b01;
									Branch = 1'b1;
								end
								6'b00_0010:                      
								begin
									Jump = 1'b1;
								end
								default:
								begin
									Jump = 1'b0;
									ALUOp = 2'b00;
									MemWrite = 1'b0;
									RegWrite = 1'b0;
									RegDest = 1'b0;
									ALUSrc = 1'b0;
									MemtoReg = 1'b0;
									Branch = 1'b0; 
								end
							endcase
						end
endmodule 
module PC #(parameter PC_WIDTH = 32)
(
input                          CLK ,RST,
input      [PC_WIDTH - 1 : 0]   PC_reg ,
output reg [PC_WIDTH - 1 : 0]   PC 
);
always @( posedge CLK or negedge RST )
begin
if (!RST)
  PC <= 32'b0 ;
else 
  PC <= PC_reg ;
end
endmodule
module Register_File #(parameter RegAdd_WIDTH = 5 , RegFile_WIDTH = 32 , RegFile_DEPTH = 32)
(
 input                                  CLK ,RST ,
 input                                  WE3 ,
 input      [RegAdd_WIDTH - 1 : 0]      A1 , A2 , A3 ,
 input      [RegFile_WIDTH - 1 : 0]     WD3 ,
 output reg [RegFile_WIDTH - 1 : 0]     RD1 ,RD2
);
reg [RegFile_WIDTH - 1 : 0] RegFile [RegFile_DEPTH - 1 : 0] ;
integer I ;
always @(posedge CLK or negedge RST)
begin
if(!RST)   
    begin
      for (I = 0 ; I < RegFile_DEPTH ; I = I +1)
        begin
          RegFile[I] <= {RegFile_WIDTH{1'b0}}; 
        end
     end
else if (WE3) 
   RegFile[A3] <= WD3 ;
end 
always @*
begin
   RD1 = RegFile[A1] ;
   RD2 = RegFile[A2] ;
end
endmodule
module Shifter
(
input   [31 : 0]  in ,
output  [31 : 0]  shifted_in
);
assign shifted_in = in << 2 ;
endmodule
module Sign_Extend #(parameter DATA_IN = 16 , DATA_OUT = 32 )
(
 input   [DATA_IN  - 1 : 0]  IN ,
 output  [DATA_OUT - 1 : 0]  OUT 
);
assign OUT = { {DATA_IN{IN[DATA_IN-1]} } , IN } ;  
endmodule
==> design/flow/run.sh <==
#!/bin/bash
# OpenROAD 26Q1-2900-gdf79404cd8, Yosys 0.63+post, stock flow scripts
make -C /OpenROAD-flow-scripts/flow DESIGN_CONFIG=/design/flow/config.mk WORK_HOME=/design/flow/orfs finish
==> impl_metrics.ini <==
; implementation run metrics
[status]
status = finished, final reports clean

[synthesis]
avgSynthCellArea_um2 = 8.07
ys_cells = 1991
synth_warnings = 9
flop_cell = dfrtp_1
async_flop_share = 1.00
syn-cell-area_um2 = 16100
yosysChipArea_um2 = 16100
syn_inst = 1991
ys_ff = 244
ys_types = 82
ys_seq_share = 0.380
edf_count = 0

[drt]
antenna_cells = 0
via_count = 13700
vias_per_cell = 5.91
drc = 0
dr.pass1.iters = 8
first_iter_violations = 1187
wl_per_cell_um = 21.4
totalWireLength_mm = 49.5
drtAntennaViolNets = 0

[cells_and_area]
layout-drive-gt1-share = 0.0840
fillerInstances = 3857
regArea_um2 = 6110
syn_to_final_growth_pct = 5.13
logic_area_um2 = 8510
largest_reg_flops = 224

[final_timing]
rsz0062_at_grt = false
slew_headroom = 0.399
hold_violations = 0
slew_viol_final = 0
worstMarginPinSlew_ns = 0.891
finalCritPeriodShare = 0.235
finalSetupTns_ns = 0
timing.fmax_ghz = 0.106
setup_violations = 0
min_period_ns = 9.41
clock-skew-final_ns = 0.00813

[clocking]
tritoncts = built
cts_root_buf = clkbuf_16
holdBufCountCts = 0
numClockSinks = 244
clk_pin_slew_ns = 0.06
htree_levels = 1
numCtsBuffers = 25
cts-resized-gates = 0
clockBufferDepth = 3
cts_setup_buffers = 0
clk_latency_ns = 0.55

[power]
peakVddDrop_mv = 0.0291
pwr_density_cell_nw_per_um2 = 29.1
leakage_nw = 7.72
total_power_mw = 0.492

[setup_path]
crit_family = buffers and inverters
rr_endpoint = DP.PC1.PC[4]$_DFF_PN0_
path_cells = clkdlybuf4s50_1
worstSetupPathType = reg -> out
end_kind = output port
max_stage_delay_ns = 0.48
cp_num_buf_inv = 1
cp-start-kind = flip-flop
cp.required_ns = 32.08
crit_fanout = 3
worst_path_max_delay_cell = clkdlybuf4s50_1
reg2regPathDepth = 23
crit_arrival_ns = 1.39
worstReg2RegStart = DP.PC1.PC[2]$_DFF_PN0_
regToRegSetupSlack_ns = 31.22

[hold_path]
hold_depth = 0
hold_end = DP.RegFile.RegFile[25][30]$_DFFE_PN0P_
hp-start = DP.RegFile.RegFile[25][30]$_DFFE_PN0P_
worstHoldPathType = reg -> reg

[floorplan]
die_area_um2 = 41000
initCoreUtil = 0.405
ios = 18
die_h_um = 202
core_um2 = 39600
rows = 73
die-width_um = 202

[global_route]
grt_max_degree = 115
grt_overflow = 0
antenna_found_initial = 1
grt_pass1_wl_mm = 77.2
grt_pass1_vias = 13000
grt_use_total = 0.252

[place]
port_buffers = 17
place_congestion = 0.988
dp_hpwl_mm = 33.4

[job]
drv_cap = 0
warnings = 65
==> area by class of cell <==
class,instances,share of cell area
Clock buffer,38,0.0441
Clock inverter,7,0.00541
Inverter,90,0.0200
Multi-Input combinational cell,1356,0.504
Sequential cell,244,0.361
Tap cell,525,0.0389
Timing Repair Buffer,51,0.0262
==> power breakdown <==
group / internal (mW) / total, mW / switching (mW) / leakage, nW
clock: 0.140 / 0.241 / 0.100 / 0.410
sequential: 0.246 / 0.246 / 0 / 3.34
combinational: 0.000398 / 0.00513 / 0.00472 / 3.97
total: 0.387 / 0.492 / 0.105 / 7.72
==> worst max-delay path by stage <==
stage	cells past startpoint	startpoint	end	slack (ns)
CTS	1	DM.Data_mem[0][15]$_DFFE_PN0P_	test_value[15]	30.68
global route	1	DM.Data_mem[0][15]$_DFFE_PN0P_	test_value[15]	30.66
finish	1	DM.Data_mem[0][15]$_DFFE_PN0P_	test_value[15]	30.69
==> logic make-up (layout without fill, tap and decap cells) <==
family | after synthesis | after routing | share of synthesized area
AOI/OAI and AO/OA | 605 | 605 | 0.253
xor gates and xnor gates | 17 | 17 | 0.00927
adders and majority gates | 80 | 80 | 0.0637
buffers and inverters | 391 | 186 | 0.0971
DFF | 244 | 244 | 0.380
muxes | 45 | 45 | 0.0300
and+or+nand+nor | 609 | 609 | 0.167
==> layout by cell type (no fill, tap or decap), types with 25 or more instances in the layout <==
cell type / instances
nand2_1: 337
dfrtp_1: 244
o21ai_0: 233
nor2_1: 93
inv_1: 82
ha_1: 77
a21oi_1: 60
nand3_1: 57
a222oi_1: 53
buf_4: 33
a21o_1: 27
a22oi_1: 26
mux2_2: 25
clkbuf_16: 25
==> synthesized netlist by cell type, types with 14 or more instances <==
library cell  count  area [µm²]
a21o_1           27         203
a21oi_1          61         305
a222oi_1         53         531
a22oi_1          26         195
buf_1            14        52.6
buf_2            17        85.1
buf_4            17         128
clkbuf_1        252         946
dfrtp_1         244        6110
ha_1             77         963
inv_1            82         308
mux2_2           25         282
mux2i_1          20         200
nand2_1         339        1270
nand3_1          60         300
nor2_1           96         360
nor3_1           19        95.1
o211ai_1         23         173
o21a_1           23         173
o21ai_0         233        1170
o31ai_1          18         135
or2_2            14        87.6
==> layer usage <==
metal  GRT usage  wire length (µm)  vias up
li1            -                 -     6490
met1       0.371             21900     6519
met2       0.354             20800      544
met3      0.0929              5100       96
met4      0.0712              1690        4
met5      0.0131                83        -
==> per-stage QoR <==
step                      instances  area, µm²   util  hold WS (ns)  worst slack (ns)
after floorplan                1991      16100      -         0.428             31.60
after global placement         2266      16100  0.405         0.364             30.86
after detailed placement       2266      16100  0.405         0.365             30.84
after CTS                      2311      16900  0.426         0.381             30.68
after global routing           2311      16900  0.426         0.385             30.66
final                          2311      16900  0.426         0.376             30.69
Power figures rest on the tool's default switching activity, not on a simulated workload.
